### flow/config.mk
export PLATFORM = sky130hd
export DESIGN_NAME = esti_core
export DESIGN_NICKNAME = esti_core
export VERILOG_FILES = /design/flow/design.v
export SDC_FILE = /design/flow/constraint.sdc
export NUM_CORES = 4
export LEC_CHECK = 1
export CORE_UTILIZATION = 50
### flow/constraint.sdc
current_design esti_core

set clk_period 19.4
set clk_io_pct 0.2

create_clock -name clk0 -period $clk_period [get_ports {clk}]

set non_clock_inputs [all_inputs -no_clocks]
set_input_delay [expr $clk_period * $clk_io_pct] -clock clk0 $non_clock_inputs
set_output_delay [expr $clk_period * $clk_io_pct] -clock clk0 [all_outputs]
### flow/design.v
module esti_core(
        output logic [63:0] posi_out,
        input  logic [15:0] acc_in,
        input  logic    clk,
        input  logic    reset
    );
    typedef struct packed{
        logic [63:0] posi;
        logic [63:0] v;
    } state;
    state t0, t1;
    logic [63:0] acc;
    always_comb begin
        t1.posi = t0.posi + {acc[63], acc[63:1]} + t0.v;  
        t1.v    = t0.v + acc;                             
    end
    always_ff @(posedge clk, posedge reset) begin
        if(reset) begin
            t0.posi     <= 64'h0000000000000000;
            t0.v        <= 64'h0000000000000000;
            acc         <= 64'h0000000000000000;
            posi_out    <= 64'h0000000000000000;
        end else begin
            t0.posi     <= t1.posi;
            t0.v        <= t1.v;
            acc         <= {acc_in[15] ? 48'hffffffffffff : 48'h000000000000, acc_in};  
            posi_out    <= t1.posi;
        end
    end
endmodule
### flow/run.sh
#!/bin/bash
# OpenROAD 26Q1-2900-gdf79404cd8, Yosys 0.63+post, stock flow scripts
make -C /OpenROAD-flow-scripts/flow DESIGN_CONFIG=/design/flow/config.mk WORK_HOME=/design/flow/orfs finish
==> run summary <==
Numbers from the implementation run.

At the pin with the least slew margin, the transition time is about 720 ps. Looking at the critical path, the single cell with the biggest stage delay is clkdlybuf4s50_1. The mux cell area share after synthesis is 0%. Data on the critical path is required at its endpoint by between 15,000 and 20,000 ps. Post-CTS repair ended up resizing 0 cells.

The synthesis run identifies the leading combinational cell family as AND-OR/OR-AND gates. Counting pins that exceed their max-slew limit in the final report gives 0. The number of buffers and inverters on the critical path is 1. The overall die size recorded for this design is ~26,000 um2. Including well taps, the total number of placed cells is ~1,700. Per STA, the highest per-stage delay on the worst path measures 510 ps. After layout, the setup clock skew is reported as between 10 and 15 ps. TritonCTS reports the number of clock sinks as 144. The sort of element at the start of the critical path is a flip-flop. The floorplan has 58 rows.

The number of clock buffers added by TritonCTS is 17. STA reports the tightest min-delay check as being of type flip-flop to flip-flop. The period utilization is between 20% and 30%.

The total negative slack for setup checks is 0 ps. The worst path needs between 5000 and 6000 ps of the cycle, external delays included. After clock tree synthesis, the setup repair step added 0 buffers.

Detailed routing inserted a total of ~10,000 vias. Timing would allow up to about 0.19 GHz. The number of top-level pins is slightly above 80. The number of stages on the worst hold path is 1. The synthesized netlist has a Yosys-reported chip area of roughly 13,000 um2. The initial standard-cell utilization of the core is approximately 51%. The startpoint of the most critical hold path is acc[0]$_DFF_PP0_.

The DRC marker count from the first detailed-route iteration is between 600 and 700. After Yosys synthesis, and, or, nand and nor cells account for roughly 13% of the synthesized area. The classification of the worst setup path is flip-flop to output port. Per Yosys stat, the portion of area used by sequential elements is ~28%. The kind of end point of the critical path is an output port. Wires add up to about 30,000 um. Each instance of the synthesized netlist takes up on average roughly 9.2 um2. Listed in order, past its start point the critical path passes clkdlybuf4s50_1.

The relative slew slack is between 50% and 60%. Yosys mapped a number of flops with a built-in enable equal to 0.

Looking at the reg2reg group, the worst path starts from acc[62]$_DFF_PP0_. After Yosys synthesis, full adders, half adders and majority gates account for roughly 22% of the synthesized area. Among all flip-flop cells after synthesis, the most frequent one is dfrtp_1.

From left edge to right edge, the die measures approximately 160 um. 0 antenna diodes ended up in the layout. The synthesized instance count is approximately 1,400. Per the OpenROAD floorplan log, the height of the die is ~160 um. The script logs the mean routed wire length per placed instance as around 17 um. The tally of OpenROAD warnings is 25. The insertion delay to the later sink of the worst-skew pair is about 430 ps.

The number of buffers inserted by hold repair at cts is 0. The number of cells reported by Yosys stat comes to about 1,400. In the synthesized netlist the async set-or-reset flop fraction comes to 100%.

The final instance count without filler cells is around 1,700. In this run the clock root is driven by a clkbuf_16. The slack of the worst reg-to-reg path is between 10,000 and 15,000 ps.

Setup repair after global routing left no endpoint under its margin. The flip-flop and latch count after synthesis is 144. The number of optimization iterations in the first detailed-route pass is 5. For this run, design rule violations remaining after detail routing come to 0. For reference, the clock transition at the flip-flops on the worst setup and hold paths is 60 ps. The total of endpoints with negative setup slack in the final report is 0.

Among cell families on the critical path, the largest total delay comes from buffers and inverters. The last weighted congestion value of the routability-driven placer is 0.962. STA lists the endpoint of the worst register-to-register path as t0[117]$_DFF_PP0_. The run finished with clean final reports. TritonCTS built the clock tree.

The number of different library cells used by synthesis comes to between 70 and 80. As logged by OpenROAD, the buffers inserted on ports number 81. Cells with a size suffix above 1 make up 4.44% of the layout. Looking at the clock tree report, the H-tree level count equals 4. The first global-routing pass estimated about 49,000 um of wire. The OpenROAD report gives the critical path a data arrival time of roughly 1300 ps. The aggregate global-route resource usage is about 24%. The cell type with the largest total area after synthesis is dfrtp_1. The deepest clock path buffer count is 2. The placeable core area is between 20,000 and 30,000 um2. The mean number of vias per cell is 5.74.

Summed over its instances, the top area cell type makes up around 28% of the synthesized netlist area. For this run, the number of Yosys warnings is 1. The number of maximum-capacitance violations is 0. Summed over all nets, the half-perimeter wirelength after detailed placement is approximately 23,000 um. The peak fanout along the critical path is 2. The number of nets with antenna violations after detailed routing is 0. For reference, the top cells by area after synthesis are dfrtp_1 (28%), ha_1 (12%), fa_1 (10%). The number of antenna violations at the first check in global routing is 0. The end of the worst hold path is t0[0]$_DFF_PP0_. The combined area of all synthesized cells is about 13,000 um2. The number of global-route vias before repair is around 9,700.

The synthesized netlist devotes 8.05% of its cell area to XOR and XNOR gates. The worst register-to-register path depth is 13. Entering global routing, the biggest net connects between 50 and 60 pins. The hold violation count in the final report is 0. The area growth from synthesis to layout is 9.19%.

The remaining global-route overflow is 0. Per the synthesis report, the AND-OR/OR-AND share of the synthesized area is 22.4%. The final cell utilization of the core is between 50% and 60%.

-- layout make-up --
class	count	area [um2]
clock inverters	13	151
multi-input cells	1091	8380
clock buffers	19	443
well taps	330	413
repair buffers	86	848
flip-flops and latches	144	3610
inverters	43	166
fillers	2178	11200
-- registers in the layout, indices dropped and copies added (netlist names) --
name      count
posi_out      1
acc          16
t0          127
-- worst max path at each step --
stage                 cells after the start               from            to  slack [ps]
after CTS                                 1  t0[114]$_DFF_PP0_  posi_out[50]       14140
after global routing                      1  t0[114]$_DFF_PP0_  posi_out[50]       14090
final                                     1  t0[114]$_DFF_PP0_  posi_out[50]       14180
-- per-stage QoR --
step	setup slack, ps	hold slack [ps]	area [um2]
2_1_floorplan	11650	443	12800
3_3_place_gp	14040	451	13400
3_5_place_dp	14020	459	13400
4_1_cts	14140	474	14000
5_1_grt	14090	475	14000
6_report	14180	468	14000
-- kinds of logic after synthesis --
| family | after synthesis |
|---|---|
| compound gates | 444 |
| xor+xnor | 118 |
| fa+ha+maj | 190 |
| buf+inv | 158 |
| flops | 144 |
| simple gates | 339 |
-- layout by cell type, fill, tap and decap left out, types with 4 or more instances in the layout --
| cell type | synthesis | layout |
|---|---|---|
| or2_2 | 4 | 4 |
| nand3_1 | 35 | 35 |
| fa_1 | 65 | 65 |
| nand2b_1 | 6 | 6 |
| nor3_1 | 22 | 22 |
| dfrtp_1 | 144 | 143 |
| nand4_1 | 36 | 36 |
| o211ai_1 | 11 | 11 |
| o21a_1 | 16 | 16 |
| a31oi_1 | 15 | 15 |
| a211oi_1 | 10 | 10 |
| xnor2_1 | 74 | 74 |
| a21oi_1 | 156 | 156 |
| and2_1 | 7 | 7 |
| inv_1 | 43 | 42 |
| clkbuf_16 | 0 | 17 |
| o21ai_1 | 8 | 8 |
| or3_1 | 7 | 7 |
| inv_6 | 0 | 6 |
| buf_4 | 64 | 5 |
| a21boi_1 | 4 | 4 |
| nor2_1 | 72 | 72 |
| a21boi_0 | 5 | 5 |
| o31ai_1 | 6 | 6 |
| nor4_1 | 4 | 4 |
| nand2_1 | 117 | 117 |
| and3_1 | 8 | 8 |
| a221o_1 | 4 | 4 |
| clkinvlp_4 | 0 | 4 |
| a211o_1 | 5 | 5 |
| xor2_1 | 44 | 44 |
| ha_1 | 125 | 125 |
| a21o_1 | 58 | 58 |
| clkdlybuf4s50_1 | 0 | 81 |
| o21bai_1 | 33 | 33 |
| a221oi_1 | 6 | 6 |
| o21ai_0 | 70 | 70 |
-- routing by layer --
metal | global-route usage (%) | vias to the layer above | wire (um)
met5 | 0 | - | 0
met4 | 2.40 | 0 | 306
met3 | 3.86 | 20 | 1330
met2 | 37.7 | 216 | 13600
met1 | 39.1 | 4741 | 14400
li1 | - | 4936 | -
-- synth_stat cells, types with 10 or more instances --
cell / instances
clkbuf_1: 46
buf_4: 64
o21ai_0: 70
nand4_1: 36
xor2_1: 44
nor3_1: 22
o21a_1: 16
a211oi_1: 10
nand3_1: 35
nor2_1: 72
o211ai_1: 11
fa_1: 65
dfrtp_1: 144
xnor2_1: 74
nand2_1: 117
a21o_1: 58
a31oi_1: 15
ha_1: 125
inv_1: 43
a21oi_1: 156
o21bai_1: 33
