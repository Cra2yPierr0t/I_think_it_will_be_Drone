**/design/flow/constraint.sdc**
```tcl
current_design UART

set clk_period 5.0
set clk_io_pct 0.2

create_clock -name clk0 -period $clk_period [get_ports {clk}]

set non_clock_inputs [all_inputs -no_clocks]
set_input_delay [expr $clk_period * $clk_io_pct] -clock clk0 $non_clock_inputs
set_output_delay [expr $clk_period * $clk_io_pct] -clock clk0 [all_outputs]
```
**/design/flow/config.mk**
```make
export PLATFORM = sky130hd
export DESIGN_NAME = UART
export DESIGN_NICKNAME = UART
export VERILOG_FILES = /design/flow/design.v
export SDC_FILE = /design/flow/constraint.sdc
export NUM_CORES = 4
export LEC_CHECK = 1
export CORE_UTILIZATION = 30
```
**/design/flow/design.v**
```verilog
module UART(
    input wire clk,
    input wire tx_begin_flag,
    input wire rx,
    input wire [7:0] tx_data,
    input wire [31:0] access_addr,
    input wire reg_w_en,
    output wire tx,
    output wire[7:0] rx_data,
    output wire tx_busy_flag,
    output reg int_req = 1'b0
);
    reg state = 1'b0;
    always @(negedge clk) begin
        if(state == 1'b0) begin  
            int_req <= 1'b0;
            if(receive_flag == 1'b1) begin
                state <= 1'b1;
            end else begin
                state <= state;
            end
        end else if(state == 1'b1) begin  
            int_req <= 1'b1;
            if(access_addr == 32'h0000_040c && reg_w_en == 1'b1) begin
                state <= 1'b0;
            end else begin
                state <= state;
            end
        end
    end
    tx tx1(clk, 1'b1, tx_begin_flag, tx_data, tx, tx_busy_flag);
    rx rx1(clk, 1'b1, rx, rx_data, receive_flag);
endmodule
module rx(clk, rx_en, rx, data, end_flag);
    input wire clk;
    input wire rx_en;
    input wire rx;
    output reg[7:0] data = 8'b00000000;
    output reg end_flag = 1'b0;
    parameter CLK_FREQ = 50_000_000;
    parameter BAUD_RATE = 115200;
    parameter CLK_COUNT_BIT = CLK_FREQ / BAUD_RATE;
    parameter CLK_BEGIN_TO_RECEIVE = CLK_COUNT_BIT + CLK_COUNT_BIT / 2 - 4;
    reg[1:0] state = 2'b00;
    reg[31:0] clk_count = 32'd0;
    reg[2:0] bit_count = 3'd0;
    reg[3:0] recent = 4'b1111;
    wire update_flag;
    assign update_flag = (state == 2'b01) 
        ? clk_count == CLK_BEGIN_TO_RECEIVE 
        : clk_count == CLK_COUNT_BIT - 32'd1;
    always @(posedge clk) begin
        case(state)
            2'b00: begin
                clk_count <= 32'd0;
                bit_count <= 3'd0;
                end_flag <= 1'b0;
                recent = {recent[2:0], rx};
                state = (recent == 4'b0000) & rx_en ? 2'b01 : state;
            end
            2'b01: begin
                clk_count <= clk_count + 32'd1;
                if(update_flag) begin
                    state = 2'b11;
                    clk_count <= 32'd0;
                    data[2'd0] <= rx;
                    bit_count <= 3'd1;
                end
            end
            2'b11: begin
                clk_count <= clk_count + 32'd1;
                if(update_flag) begin
                    state <= (bit_count == 3'd7) ? 2'b10 : state;
                    data[bit_count] <= rx;
                    bit_count <= bit_count + 3'd1;
               clk_count <= 32'd0;
                end
            end
            2'b10: begin
                clk_count <= clk_count + 32'd1;
                if(update_flag) begin
                    state <= 2'b00;
                    end_flag <= 1'b1;
                end
            end
        endcase
    end
endmodule
module tx(clk, tx_en, begin_flag, data, tx, busy_flag);
    input wire clk;
    input wire tx_en;
    input wire begin_flag;
    input wire[7:0] data;
    output reg tx = 1'b1;
    output wire busy_flag;
    parameter CLK_FREQ = 50_000_000;
    parameter BAUD_RATE = 115200;
    parameter CLK_COUNT_BIT = CLK_FREQ / BAUD_RATE;
    reg[1:0] state = 2'b00;
    reg[31:0] clk_count = 32'd0;
    reg[2:0] bit_count = 3'd0;
    wire update_flag;
    assign update_flag = (clk_count == CLK_COUNT_BIT - 32'd1);
    assign busy_flag = ~(state == 2'b00);
    always @(posedge clk) begin
        case(state)
            2'b00: begin
                tx <= 1'b1;
                clk_count = 32'd0;
                bit_count <= 3'd0;
                state <= begin_flag & tx_en ? 2'b01 : state;
            end
            2'b01: begin
                tx <= 1'b0;
                clk_count <= clk_count + 32'd1;
                if(update_flag) begin
                    state <= 2'b11;
                    clk_count <= 32'd0;
                end
            end
            2'b11: begin
                tx <= data[bit_count];
                clk_count <= clk_count + 32'd1;
                if(update_flag) begin
                    state <= (bit_count == 3'd7) ? 2'b10 : state;
                    bit_count <= bit_count + 3'd1;
                    clk_count <= 32'd0;
                end
            end
            2'b10: begin
                tx <= 1'b1;
                clk_count <= clk_count + 32'd1;
                case({update_flag, begin_flag})
                    2'b11: begin
                        state <= 2'b01;
                        clk_count <= 32'd0;
                        bit_count <= 3'd0;
                    end
                    2'b10: state <= 2'b00;
                    default: state <= state;
                endcase
            end
        endcase
    end
endmodule
```
**/design/flow/run.sh**
```bash
#!/bin/bash
# OpenROAD 26Q1-2900-gdf79404cd8, Yosys 0.63+post, stock flow scripts
make -C /OpenROAD-flow-scripts/flow DESIGN_CONFIG=/design/flow/config.mk WORK_HOME=/design/flow/orfs finish
```
==> changes_impl.md <==
### Changed

- Status: finished clean
- Syn avg cell area: 9.39 um^2
- Initial DRC Count: 165
- Slowest stage delay, CP: 0.46 ns
- Finish-stage setup viols: 0
- Power per standard cell area: 285 nW/um^2
- Worst-skew pair later-pin latency: 0.38 ns
- P_leak: 1.94 nW
- Antenna Violating Nets Remaining: 0
- Worst hold margin: 0.370 ns
- Cell taking the most area after synthesis: dfxtp_1
- Crit path kind: flop to output port
- Max-Cap Viols: 0
- Postcts setup bufs: 0
- Internal power: 1.22 mW
- Port Buffers: 54
- AO/OA Area Share: 3.59%
- N_diodes: 0
- Sequential power share: 49.1%
- Synth Area in XOR/XNOR: 12.6%
- Clock-pin slew on the worst setup and hold paths: 0.03 ns
- Largest net degree at the start of global routing: 36
- Worst slew pin tran: 0.718 ns
- MUX area fraction: 2.09%
- Clock sink total: 89
- GRT overflow: 0
- Die area: 14700 um^2
- Std-Cell Rows: 43
- Cell Area, Synth: 4250 um^2
- Hold Fails Final Rpt: 0
- Via/cell ratio: 4.77
- Logic pwr share: 3.0%
- Dominant cell area share: 31.5%
- Hold path startpoint: state
- Clk_skew: 0.0487 ns
- HPWL after detailed placement: 5.46 mm
- Deepest level of the CTS H-tree: 3
- Reg2reg end: state
- Total track usage: 11.9%
- Most frequent logic cell in the layout: nor2_1
- Hold Path Class: flop to flop
- Reg2Reg Depth: 1
- VDD IR max: 0.163 mV
- Met3 Routed Length: 562 um
- Final max-slew violation count: 0
- Number of remaining DRC errors: 0
- Slew margin rel.: 51.8%
- Total CTS buffers: 9
- Most frequent cells in the layout: nor2_1, dfxtp_1, clkdlybuf4s50_1
- CP Data Arrival Time: 3.63 ns
- Top delay family on crit path: buffers and inverters
- Number of global-route vias before repair: 3074
- Final core occ: 38.1%
- Crit-path cells: clkdlybuf4s50_1
- Simple-Gate Fraction of Synth Area: 28.8%
- Post-route cell area: 5290 um^2
- Root buf cell: clkbuf_16
- Crit start category: flop
- Yosys chip area: 4250 um^2
- Placed Area: 4960 um^2
- Routed met2 length: 3.49 mm
- Register area: 2000 um^2
- OpenROAD warning count: 31
- Syn-to-layout area delta: 24.4%
- Worst endpoint required time: 4.00 ns
- Initial antenna violation count: 0
- CTS tree: built
- Core area: 13900 um^2
- Slowest cell on crit path: clkdlybuf4s50_1
- Cell Type Count: 44
- Initial DRT Pass Iterations: 4
- Post-CTS Resized: 0
- Clk pwr share: 47.9%
- Hold EP: int_req
- Top cells by area: dfxtp_1, edfxtp_1, xor2_1
- Hold_buf cts: 0
- WL per Instance: 11.6 um
- Wl on met1: 3.90 mm
- FF-to-FF setup slack: 1.92 ns
- Worst path buffer plus inverter count: 1
- Reg2reg start: rx1.end_flag
- I/O pin count: 55
- CTS max path bufs: 2
- Synth Instances: 453
- Yosys cell count: 453
- RSZ-0062 raised after global routing: no
- Final WS setup: 0.365 ns
- Switching pwr: 286 uW
- Drt total wl: 8.01 mm
- Top non-seq family: simple AND/OR/NAND/NOR gates
- Routability Congestion: 0.823
- Filler Cells Inserted: 1364
- FP Util: 30.6%
- Synth Area in Adders: 2.94%
- Power, Total: 1.50 mW
- Switching Share: 19.0%
- Max FO, Critical Path: 1
- Comb. cell area: 2130 um^2
- Layout cells sized above 1: 6.45%
- Final cell count without fillers: 692
- Hold Path Depth: 0
- Die Span Y: 121 um
- Setup_tns: 0 ns
- Routed vias: 3303
- Placed Cells: 675
- Global-route wire length before repair: 14.0 mm
- Highest routed layer: met4
- CP endpoint kind: output port
- Overall die width: 121 um
- Post-synth regs: 89
- Pre-CTS setup slack: 0.206 ns
- Register share after synthesis: 47.1%
- Ys Warns: 4
-- layout make-up --
| class | instances | area share, % |
|---|---|---|
| Inverter | 10 | 0.710 |
| Clock inverter | 5 | 0.970 |
| Multi-Input combinational cell | 338 | 40.2 |
| Sequential cell | 89 | 37.9 |
| Timing Repair Buffer | 57 | 10.6 |
| Clock buffer | 13 | 5.32 |
| Tap cell | 180 | 4.26 |
-- cells in the mapped netlist (all sizes together) --
cell and count:
or3 2, ha 10, nand4 30, or4 2, o221a 1, nand3b 2, a21oi 4, and2 3
o211ai 1, mux2i 1, and4 7, o32a 1, a31oi 1, inv 11, nand4b 2, and3 15
clkbuf 7, o21ai 9, mux4 2, xor2 48, nor2 84, a21boi 1, buf 8, or2 1
a311oi 1, nor4b 5, edfxtp 22, xnor2 13, a211oi 1, mux2 3, nand2 27, a221oi 1
nor2b 2, nor3 6, nand2b 1, nor4 20, nand3 30, dfxtp 67, a21o 1
-- worst max path at each step --
| stage | startpoint | endpoint | slack (ns) | depth (start not counted) |
|---|---|---|---|---|
| 4_1_cts | int_req | int_req | 0.35 | 1 |
| 5_1_grt | int_req | int_req | 0.32 | 1 |
| 6_report | int_req | int_req | 0.37 | 1 |
-- power groups by stage --
stage                 clock, mW  combinational (mW)  sequential (mW)
final                     0.720              0.0450            0.740
after global routing      0.772              0.0488            0.739
after CTS                 0.738              0.0455            0.739
-- flip-flops by register name, indices dropped and copies added (netlist names), 2 cells and up --
signal         count
tx1.state          2
rx1.clk_count     32
tx1.clk_count     32
rx1.recent         3
rx1.bit_count      3
tx1.bit_count      3
rx1.state          2
rx1.data           8
-- metal layers --
layer  GRT usage [%]  vias to the layer above
li1                -                     1725
met1            17.3                     1501
met2            18.8                       70
met3            3.21                        7
met4           0.926                        0
met5               0                        -
-- logic make-up (layout without fill, tap and decap cells) --
family,after synthesis,after routing
flops,89,89
buf+inv,26,85
xor+xnor,61,61
simple gates,239,239
fa+ha+maj,10,10
mux,6,6
compound gates,22,22
No activity file was given, so power comes from the tool's default toggle rates.
